### flow/constraint.sdc
current_design Program_memory

set clk_period 3.3
set clk_io_pct 0.2

create_clock -name clk0 -period $clk_period

set non_clock_inputs [all_inputs -no_clocks]
set_input_delay [expr $clk_period * $clk_io_pct] -clock clk0 $non_clock_inputs
set_output_delay [expr $clk_period * $clk_io_pct] -clock clk0 [all_outputs]
### flow/design.v
`timescale 1ns / 1ns
module Program_memory( Counter_value, Instruction_code);
input [31:0] Counter_value;
output reg [31:0] Instruction_code;
reg [7:0] Registers[1000:0];
initial 
begin
	Registers[0] = 8'h93;
	Registers[1] = 8'h02;
	Registers[2] = 8'h40;
	Registers[3] = 8'h06;
	Registers[4] = 8'h13;
	Registers[5] = 8'h81;
	Registers[6] = 8'h00;
	Registers[7] = 8'h00;
	Registers[8] = 8'h93;
	Registers[9] = 8'h01;
	Registers[10] = 8'h11;
	Registers[11] = 8'h00;
	Registers[12] = 8'h13;
	Registers[13] = 8'h02;
	Registers[14] = 8'h01;
	Registers[15] = 8'h00;
	Registers[16] = 8'hB3;
	Registers[17] = 8'h81;
	Registers[18] = 8'h21;
	Registers[19] = 8'h00;
	Registers[20] = 8'hE3;
	Registers[21] = 8'h58;
	Registers[22] = 8'h52;
	Registers[23] = 8'hFE;
	Registers[24] = 8'h33;
	Registers[25] = 8'h01;
	Registers[26] = 8'h31;
	Registers[27] = 8'h00;
	Registers[28] = 8'hB3;
	Registers[29] = 8'h01;
	Registers[30] = 8'h31;
	Registers[31] = 8'h40;
	Registers[32] = 8'h33;
	Registers[33] = 8'h01;
	Registers[34] = 8'h31;
	Registers[35] = 8'h40;
	Registers[36] = 8'h67;
	Registers[37] = 8'h03;
	Registers[38] = 8'hC0;
	Registers[39] = 8'h00;
	Registers[40] = 8'h00;
	Registers[41] = 8'h00;
	Registers[42] = 8'h00;
	Registers[43] = 8'h00;
	Registers[44] = 8'h00;
	Registers[45] = 8'h00;
	Registers[46] = 8'h00;
	Registers[47] = 8'h00;
	Registers[48] = 8'h00;
	Registers[49] = 8'h00;
	Registers[50] = 8'h00;
	Registers[51] = 8'h00;
	Registers[52] = 8'h00;
	Registers[53] = 8'h00;
	Registers[54] = 8'h00;
	Registers[55] = 8'h00;
	Registers[56] = 8'h00;
	Registers[57] = 8'h00;
	Registers[58] = 8'h00;
	Registers[59] = 8'h00;
	Registers[60] = 8'h00;
	Registers[61] = 8'h00;
	Registers[62] = 8'h00;
	Registers[63] = 8'h00;
	Registers[64] = 8'h00;
	Registers[65] = 8'h00;
	Registers[66] = 8'h00;
	Registers[67] = 8'h00;
	Registers[68] = 8'h00;
	Registers[69] = 8'h00;
	Registers[70] = 8'h00;
	Registers[71] = 8'h00;
	Registers[72] = 8'h00;
	Registers[73] = 8'h00;
	Registers[74] = 8'h00;
	Registers[75] = 8'h00;
	Registers[76] = 8'h00;
	Registers[77] = 8'h00;
	Registers[78] = 8'h00;
	Registers[79] = 8'h00;
	Registers[80] = 8'h00;
	Registers[81] = 8'h00;
	Registers[82] = 8'h00;
	Registers[83] = 8'h00;
	Registers[84] = 8'h00;
	Registers[85] = 8'h00;
	Registers[86] = 8'h00;
	Registers[87] = 8'h00;
	Registers[88] = 8'h00;
	Registers[89] = 8'h00;
	Registers[90] = 8'h00;
	Registers[91] = 8'h00;
	Registers[92] = 8'h00;
	Registers[93] = 8'h00;
	Registers[94] = 8'h00;
	Registers[95] = 8'h00;
	Registers[96] = 8'h00;
	Registers[97] = 8'h00;
	Registers[98] = 8'h00;
	Registers[99] = 8'h00;
end
always @(Counter_value) begin
	Instruction_code = {Registers[Counter_value + 3], Registers[Counter_value + 2], Registers[Counter_value + 1], Registers[Counter_value]};
end
endmodule
### flow/config.mk
export PLATFORM = sky130hd
export DESIGN_NAME = Program_memory
export DESIGN_NICKNAME = Program_memory
export VERILOG_FILES = /design/flow/design.v
export SDC_FILE = /design/flow/constraint.sdc
export NUM_CORES = 4
export LEC_CHECK = 1
export CORE_AREA = 10 10 100 100
export DIE_AREA = 0 0 110 110
export SYNTH_MEMORY_MAX_BITS = 65536
### flow/run.sh
#!/bin/bash
# OpenROAD 26Q1-2900-gdf79404cd8, Yosys 0.63+post, stock flow scripts
make -C /OpenROAD-flow-scripts/flow DESIGN_CONFIG=/design/flow/config.mk WORK_HOME=/design/flow/orfs finish
==> flow_metrics.tcl <==
# yosys + openroad results
set metrics [dict create \
    drv_cap 0 \
    synth.avg_cell_area_um2 6.498 \
    drcViolationCount 0 \
    setup_viol 0 \
    n_fill_cell 642 \
    final_hold_viol_count 0 \
    worst-slew-pin-transition_ps 380.9 \
    std_cell_rows 32 \
    drt-total-wl_um 10250 \
    max_stage_delay_ps 310 \
    synth_stat.cells 377 \
    n_diodes 0 \
    netlist.top_cell.by_area "a21oi_1" \
    path_common_cell "buf_4" \
    chip_width_um 110 \
    cp_data_required_time_ps 2640 \
    grt_max_degree 22 \
    ff_count 0 \
    synth_cells 377 \
    port-buffer-count 39 \
    grt_overflow 0 \
    synth.top_cells.by_count "nand2_1, a21oi_1, nor2_1" \
    grt_util_all_layers_pct 16.28 \
    post-route-min-period_ps 3232 \
    clock_buffers 0 \
    yosys.area.top_type_share_pct 8.989 \
    vdd.ir_drop.worst_v 0.00007881 \
    critPathSlowestCell "o311ai_2" \
    timing.critical_path.from "Counter_value[1]" \
    arrival_ps 2570 \
    synth_top_cell_by_count "nand2_1" \
    floorplanUtilization_pct 31.38 \
    initialDrtViolationCount 263 \
    area_figure_in_the_yosys_stat_output_mm2 0.002450 \
    dieHeight_um 110 \
    floorplan.die_area_mm2 0.01210 \
    final.period_utilization_pct 97.93 \
    yosysWarnings 1 \
    crit_path_cell_trace "buf_2 > inv_4 > ha_4 > buf_6 > xnor2_1 > buf_4 > buf_4 > buf_4 > nand4_1 > o211ai_1 > o311ai_2 > a31oi_1 > dlygate4sd2_1" \
    relative_max_transition_margin_pct 74.52 \
    path_delay_family "buffers and inverters" \
    status "finished, final reports clean" \
    finalSetupTns_ps 0 \
    antenna_found_initial 0 \
    post_synth_main_area_contributors "a21oi_1, nand2_1, ha_1" \
    timing.fmax_mhz 309.4 \
    worst_setup_path_end_kind "primary output" \
    fin_util_pct 57.02 \
    first_global_vias 3234 \
    rsz0062_at_grt "true" \
    design.portCount 64 \
    core_region_mm2 0.007807 \
    critical_path_peak_fanout 4 \
    log.warning_count 66 \
    synth.distinct_cells 74 \
    synth_seq_share_pct 0 \
    first_pass_grt_wire_length_um 16440 \
    worstHoldPathType "in2out" \
    final_max_slew_viol_count 0 \
    dr_total_vias 3577 \
    critPathKind "in2out" \
    detail_route.vias_per_cell 5.660 \
    postCtsHoldBufs 0 \
    register_area_um2 0 \
    place.gp.congestion 1.007 \
    post_detailed_route_count_of_antenna_violating_nets 0 \
    final_layout_size_suffix_gt1_share_pct 42.64 \
    wl_per_cell_um 16.22 \
    area_growth_pct 81.72 \
    worstSetupStartpointType "primary input" \
    power_leakage_nw 1.831 \
    drt_pre_antenna_iters 7 \
    worst_hold_margin_ps 2029 \
    hold_path_startpoint "Counter_value[0]" \
    cp_num_buf_inv 7 \
    final_hpwl_from_detailed_placement_um 7442 \
    syn-cell-area_mm2 0.002450 \
    powerDensity_mw_per_mm2 162.9 \
]
layout by cell type (no fill, tap or decap), drive strengths merged, types with 6 or more instances in the layout:
cell type      instances
nor2                  32
nand2b                 7
clkdlybuf4s50         21
nand4                  6
nand2                 45
buf                  156
inv                    7
ha                    10
a21oi                 45
dlygate4sd2           10
xnor2                 17
a31oi                  8
xor2                   8
a211oi                 8
nor3                   9
o211ai                10
nand3                 21
o21ai                 23
cell type report:
| type | count | area (um2) | share of cell area, % |
|---|---|---|---|
| timing repair buffer | 191 | 1627 | 36.54 |
| inverter | 7 | 28.78 | 0.6464 |
| tap | 102 | 127.6 | 2.867 |
| multi-input combinational | 332 | 2669 | 59.95 |
per-stage QoR:
stage	total power, mW	cell area (um2)	std cells	setup WS, ps
2_1_floorplan	0.3164	2450	377	137.6
3_3_place_gp	0.5914	3740	603	-604.2
3_5_place_dp	0.5928	3740	603	-584.9
4_1_cts	0.6694	4210	621	3.614
5_1_grt	0.7817	4452	632	-44.28
6_report	0.7253	4452	632	68.18
tightest hold or removal path, cell delays in order:
cell            delay [ps]
buf_2                  110
inv_2                   80
buf_4                  110
nand2_1                 60
o221ai_1               170
nor3_1                  50
dlymetal6s2s_1         120
power by group:
part / total (mW) / leakage (nW) / switching, mW / internal, mW
clock network: 0 / 0 / 0 / 0
registers: 0 / 0 / 0 / 0
logic: 0.725 / 1.83 / 0.357 / 0.369
total: 0.725 / 1.83 / 0.357 / 0.369
timing repair:
| item | in CTS | in global routing |
|---|---|---|
| gates resized | 86 | 40 |
| endpoints found under the setup margin | 32 | 23 |
| hold endpoints to repair | 0 | 0 |
| pin swaps | 17 | 22 |
| buffers inserted | 18 | 11 |
cell families after synthesis:
group / synth area share [%]
and+or+nand+nor: 30.29
AOI/OAI and AO/OA: 39.48
buffers and inverters: 9.295
xor gates and xnor gates: 13.38
muxes: 2.043
adders and majority gates: 5.516
path summary, 6_finish.rpt:
kind | to | cells past startpoint | slack (ps)
setup / recovery | Instruction_code[25] | 13 | 70
hold / removal | Instruction_code[30] | 7 | 2030
per-layer routing:
layer	vias to the layer above	part of all wire, %	GRT usage (%)
met1	1673	43	23.97
li1	1723	-	-
met3	14	8.8	1.058
met5	-	0	0
met2	167	47	26.38
met4	0	1.0	1.673
No activity file was given, so power comes from the tool's default toggle rates.
