--- design/flow/design.v ---
`timescale 1ns / 1ns
module Register_file( source_register1, source_register2, write_register, clk, source_register1_data, source_register2_data, write_enable, data_to_write, Register_4);
input clk;
input [31:0] data_to_write;
input [4:0] source_register1, source_register2, write_register;
input write_enable;
output reg [31:0]  source_register1_data, source_register2_data, Register_4;  
reg [31:0] regfile [31:0];  
initial begin
	source_register1_data = 0;
	source_register2_data = 0;
	regfile[0] = 32'h0000_0000;
	regfile[1] = 32'h0000_0000;
	regfile[2] = 32'h0000_0000;
	regfile[3] = 32'h0000_0000;
	regfile[4] = 32'h0000_0000;
	regfile[5] = 32'h0000_0000;
	regfile[6] = 32'h0000_0000;
	regfile[7] = 32'h0000_0000;
	regfile[8] = 32'h0000_0000;
	regfile[9] = 32'h0000_0000;
	regfile[10] = 32'h0000_0000;
	regfile[11] = 32'h0000_0000;
	regfile[12] = 32'h0000_0000;
	regfile[13] = 32'h0000_0000;
	regfile[14] = 32'h0000_0000;
	regfile[15] = 32'h0000_0000;
	regfile[16] = 32'h0000_0000;
	regfile[17] = 32'h0000_0000;
	regfile[18] = 32'h0000_0000;
	regfile[19] = 32'h0000_0000;
	regfile[20] = 32'h0000_0000;
	regfile[21] = 32'h0000_0000;
	regfile[22] = 32'h0000_0000;
	regfile[23] = 32'h0000_0000;
	regfile[24] = 32'h0000_0000;
	regfile[25] = 32'h0000_0000;
	regfile[26] = 32'h0000_0000;
	regfile[27] = 32'h0000_0000;
	regfile[28] = 32'h0000_0000;
	regfile[29] = 32'h0000_0000;
	regfile[30] = 32'h0000_0000;
	regfile[31] = 32'h0000_0000;
end
always @(posedge clk)
begin
	if (write_enable)
	begin
		regfile[write_register] = data_to_write;
	end
end
always @(*)
begin
	source_register1_data = regfile[source_register1];
	source_register2_data = regfile[source_register2];
	Register_4 = regfile[4];
end
endmodule
--- design/flow/run.sh ---
#!/bin/bash
# OpenROAD 26Q1-2900-gdf79404cd8, Yosys 0.63+post, stock flow scripts
make -C /OpenROAD-flow-scripts/flow DESIGN_CONFIG=/design/flow/config.mk WORK_HOME=/design/flow/orfs finish
--- design/flow/config.mk ---
export PLATFORM = sky130hd
export DESIGN_NAME = Register_file
export DESIGN_NICKNAME = Register_file
export VERILOG_FILES = /design/flow/design.v
export SDC_FILE = /design/flow/constraint.sdc
export NUM_CORES = 4
export LEC_CHECK = 1
export CORE_UTILIZATION = 30
--- design/flow/constraint.sdc ---
current_design Register_file

set clk_period 8.5
set clk_io_pct 0.2

create_clock -name clk0 -period $clk_period [get_ports {clk}]

set non_clock_inputs [all_inputs -no_clocks]
set_input_delay [expr $clk_period * $clk_io_pct] -clock clk0 $non_clock_inputs
set_output_delay [expr $clk_period * $clk_io_pct] -clock clk0 [all_outputs]
==> flow_summary.toml <==
# implementation run metrics
[synth]
ys_cells = 3386
netlist_instances = 3386
synth-seq-area-share_pct = 63.0
synth_area_per_cell_sq_um = 14.4
synth-area-yosys_sq_mm = 0.0488
post_synth_num_cell_types = 23
ys_warn_count = 1
yosysTopAreaCellShare_pct = 63.0
top_area_cell = "sky130_fd_sc_hd__edfxtp_1"
topCellsByArea = "sky130_fd_sc_hd__edfxtp_1, sky130_fd_sc_hd__mux2i_1, sky130_fd_sc_hd__a22oi_1"
ys_ff = 1024
syn_area_sq_mm = 0.0488

[placed_design]
portBuffers = 144
dpl.hpwl_um = 92900
gpl.final_weighted_congestion = 0.870
detailed_place.area_sq_mm = 0.0529

[final_layout]
drive_gt1_share_pct = 9.23
synthToLayoutAreaGrowth_pct = 15.1
finalInstanceArea_sq_mm = 0.0562
largest_register_ffs = 1024
final_core_util_pct = 34.9

[worst_setup_path]
cp_data_required_time_ps = 6800
crit_path_end_kind = "output pin"
worst_setup_path_start_kind = "input pin"
worstPathArrival_ps = 5080
worst-setup-path-type = "input pin to output pin"
path_max_fanout = 36

[pwr]
peakVddDrop_mv = 0.158
power.leakage_nw = 20.3
power_density_mw_per_mm2 = 200
total_power_mw = 11.2

[final_timing]
rsz0062_at_grt = "no"
slew_viol_final = 0
number_of_failing_setup_endpoints_in_the_final_timing_report = 0
worstMarginPinSlew_ps = 1080
share_of_the_clock_period_used_by_the_worst_path_after_layout_pct = 79.8
finalSetupTns_ps = 0
period_needed_ps = 6780
max_clock_freq_ghz = 0.147
final-hold-violation-count = 0
timing.max_slew.rel_slack_pct = 27.6

[global_route]
grt_util_all_layers_pct = 20.6
grt_antenna_before_repair = 8
grt_pass1_vias = 32100
grt_first_pass_wirelength_um = 228000
grt_overflow_total = 0
grt_max_degree = 96

[drt]
drt_pass1_iterations = 5
num_vias = 31000
drc = 0
vias_per_cell = 5.39
routed_wire_length_um = 162000
drt-wirelength-per-cell_um = 28.2
drtAntennaViolNets = 0
drt-initial-drc-count = 1933

[clock_tree]
holdBufCountCts = 0
clock_tree.htree_level_count = 3
cts_resized = 0
clk_pin_slew_worst_setup_hold_paths_ps = 60
post-cts-setup-buffer-count = 0
max-clock-path-buffers = 3
root_buffer_cell = "sky130_fd_sc_hd__clkbuf_16"
cts-buffers-inserted = 102
tritoncts = "built"
numClockSinks = 1024

[status]
status = "finished, final reports clean"

[job]
number_of_logged_tool_warnings = 26
reported_max_cap_violation_count = 0

[floorplanning]
row_count = 147
core_area_sq_mm = 0.161
initial_utilization_pct = 30.3
io_pins = 145
dieArea_sq_mm = 0.164
chipHeight_um = 405
die_span_x_um = 405

[worst_hold_path]
worstHoldPathType = "input pin to register"
layout make-up:
class / instances / area, sq um
fill: 15100 / 105000
tap: 2160 / 2700
sequential: 1024 / 30700
multi-input combinational: 2109 / 16800
clock inverter: 60 / 624
antenna: 2 / 5.00
timing repair buffer: 278 / 2620
clock buffer: 125 / 2680
cell usage after synthesis:
master,number
sky130_fd_sc_hd__nor2b_1,4
sky130_fd_sc_hd__nand2b_1,4
sky130_fd_sc_hd__and2_1,2
sky130_fd_sc_hd__mux2i_1,1024
sky130_fd_sc_hd__nor2_1,35
sky130_fd_sc_hd__a22o_1,128
sky130_fd_sc_hd__a31oi_1,64
sky130_fd_sc_hd__or2_2,2
sky130_fd_sc_hd__edfxtp_1,1024
sky130_fd_sc_hd__or3b_2,3
sky130_fd_sc_hd__nand2_1,195
sky130_fd_sc_hd__nand3_1,194
sky130_fd_sc_hd__nand3b_1,5
sky130_fd_sc_hd__or3_1,1
sky130_fd_sc_hd__buf_1,4
sky130_fd_sc_hd__buf_2,70
sky130_fd_sc_hd__a21oi_1,192
sky130_fd_sc_hd__buf_6,45
sky130_fd_sc_hd__clkbuf_1,83
sky130_fd_sc_hd__buf_4,47
sky130_fd_sc_hd__nor3_1,64
sky130_fd_sc_hd__clkbuf_4,4
sky130_fd_sc_hd__a22oi_1,192
power by group:
| part | switching [mW] | internal, mW |
|---|---|---|
| clock | 1.94 | 2.57 |
| sequential | 0.0258 | 5.62 |
| combinational | 0.662 | 0.393 |
| total | 2.62 | 8.59 |
through the flow:
step | hold slack (ps) | cells | setup WS (ps)
floorplan | 1800 | 3386 | 4040
global placement | 2530 | 5571 | 1770
detailed placement | 2530 | 5571 | 1800
CTS | 1780 | 5756 | 1780
global route | 1830 | 5756 | 1590
finish | 1810 | 5758 | 1720
cell usage in the layout (no fill, tap or decap):
cell type / n
sky130_fd_sc_hd__a22o_1: 128
sky130_fd_sc_hd__a31oi_1: 64
sky130_fd_sc_hd__nor2b_4: 4
sky130_fd_sc_hd__bufinv_16: 11
sky130_fd_sc_hd__nor3_1: 64
sky130_fd_sc_hd__clkbuf_1: 21
sky130_fd_sc_hd__clkinv_16: 1
sky130_fd_sc_hd__nor2_4: 34
sky130_fd_sc_hd__buf_4: 121
sky130_fd_sc_hd__nor2_1: 1
sky130_fd_sc_hd__or3_1: 1
sky130_fd_sc_hd__nand2_2: 2
sky130_fd_sc_hd__a21oi_1: 192
sky130_fd_sc_hd__inv_6: 3
sky130_fd_sc_hd__buf_8: 2
sky130_fd_sc_hd__diode_2: 2
sky130_fd_sc_hd__nand3b_1: 5
sky130_fd_sc_hd__clkinv_8: 3
sky130_fd_sc_hd__clkinv_2: 22
sky130_fd_sc_hd__or3b_2: 3
sky130_fd_sc_hd__or2_2: 2
sky130_fd_sc_hd__and2_4: 2
sky130_fd_sc_hd__nand2_1: 193
sky130_fd_sc_hd__clkbuf_16: 104
sky130_fd_sc_hd__nand2b_2: 4
sky130_fd_sc_hd__nand3_1: 194
sky130_fd_sc_hd__clkinv_1: 19
sky130_fd_sc_hd__clkdlybuf4s50_1: 142
sky130_fd_sc_hd__buf_12: 13
sky130_fd_sc_hd__clkinvlp_4: 1
sky130_fd_sc_hd__mux2i_1: 1024
sky130_fd_sc_hd__edfxtp_1: 1024
sky130_fd_sc_hd__a22oi_1: 192
logic make-up (layout without fill, tap and decap cells):
family | count (synthesis) | count (layout) | share of synthesized area (%)
compound gates | 576 | 576 | 8.04
buf+inv | 253 | 463 | 3.21
flops | 1024 | 1024 | 63.0
mux | 1024 | 1024 | 21.0
other cells | 0 | 2 | 0
simple gates | 509 | 509 | 4.71
routing by layer:
metal / vias up / GRT usage, % / part of all wire (%)
li1: 13700 / - / -
met1: 15400 / 24.2 / 35
met2: 1667 / 31.4 / 46
met3: 319 / 12.8 / 14
met4: 18 / 6.64 / 4.0
met5: - / 0.506 / 0.087
worst max-delay path, cell delays in order:
cell                              delay, ps
sky130_fd_sc_hd__clkdlybuf4s50_1        640
sky130_fd_sc_hd__nor2_4                 170
sky130_fd_sc_hd__buf_4                  550
sky130_fd_sc_hd__buf_4                  650
sky130_fd_sc_hd__a22oi_1                190
sky130_fd_sc_hd__a31oi_1                300
sky130_fd_sc_hd__nand3_1                330
sky130_fd_sc_hd__clkdlybuf4s50_1        510
final timing paths:
kind	depth (start not counted)	from	slack, ps	endpoint
worst max-delay path	8	source_register2[0]	1720	source_register2_data[12]
worst min-delay path	2	data_to_write[19]	1810	regfile[4][19]
Power and IR drop assume default switching activity.
